--- /design/flow/config.mk ---
export PLATFORM = sky130hd
export DESIGN_NAME = CricketGame
export DESIGN_NICKNAME = CricketGame
export VERILOG_FILES = /design/flow/design.v
export SDC_FILE = /design/flow/constraint.sdc
export NUM_CORES = 4
export LEC_CHECK = 1
export CORE_UTILIZATION = 30
--- /design/flow/constraint.sdc ---
current_design CricketGame

set clk_period 4.0
set clk_io_pct 0.2

create_clock -name clk0 -period $clk_period [get_ports {clk_fpga}]

set non_clock_inputs [all_inputs -no_clocks]
set_input_delay [expr $clk_period * $clk_io_pct] -clock clk0 $non_clock_inputs
set_output_delay [expr $clk_period * $clk_io_pct] -clock clk0 [all_outputs]
--- /design/flow/design.v ---
`timescale 1ns / 1ps
module CricketGame(
    input wire clk_fpga,
    input wire reset,
    input wire delivery,
    input wire teamSwitch,
    output reg [7:0] binaryRuns,
    output reg [3:0] binaryWickets,
    output reg [15:0] balls,
    output reg inningOver,
    output reg gameOver,
    output reg winner
    );
    wire [11:0] team1Data;
    wire [11:0] team2Data;
    wire [6:0] team1Balls;
    wire [6:0] team2Balls;
    wire [3:0] lfsr_out;
    lfsr CG1_1(clk_fpga, reset, lfsr_out);
    score_and_wickets CG1_2(clk_fpga, reset, delivery, teamSwitch, lfsr_out, gameOver, binaryRuns, binaryWickets, team1Data, team2Data);
    score_comparator CG1_3(clk_fpga, reset, team1Data, team2Data, team1Balls, team2Balls, binaryWickets, balls, inningOver, gameOver, winner);
endmodule
module lfsr(
    input clk_fpga,
    input reset,
    output [3:0] LFSR_RANDOM_NUMBER
    );
    reg [5:0] shift;
    wire xor_sum;
    assign xor_sum = shift[1] ^ shift[4];
    always @ (posedge clk_fpga) begin
        if(reset)
            shift <= 6'b111111;
        else
            shift <= {xor_sum, shift[5:1]};
    end
    assign LFSR_RANDOM_NUMBER = shift[3:0];    
endmodule
module score_and_wickets(
    input clk_fpga,
    input reset,
    input delivery,
    input teamSwitch,
    input [3:0] lfsr_out,
    input gameOver,
    output reg [7:0] binaryRuns,
    output reg [3:0] binaryWickets,
    output reg [11:0] team1Data,
    output reg [11:0] team2Data
    );
    localparam single = 16;
    localparam double = 32;
    localparam triple = 48;
    localparam four = 64;
    localparam six = 96;
    always @ (posedge clk_fpga, posedge reset) begin
        if (reset)
            begin
            binaryRuns <= 0;
            binaryWickets <=0;
            team1Data <= 0;
            team2Data <= 0;
            end
         else if (gameOver)
                begin
                binaryRuns <= binaryRuns;
                binaryWickets <= binaryWickets;
                team1Data <= team1Data;
                team2Data <= team2Data;
                end
         else if(delivery) 
            begin
            if((~teamSwitch) && (binaryWickets < 10))
                begin
                case (lfsr_out)
                    0,1,2: team1Data <= team1Data;
                    3,4,5,6: team1Data <= team1Data + single;
                    7,8,9: team1Data <= team1Data + double;
                    10: team1Data <= team1Data + triple;
                    11: team1Data <= team1Data + four;
                    12: team1Data <= team1Data + six;
                    13,14: team1Data <= team1Data;
                    15: team1Data <= team1Data + 1;
                endcase
                binaryRuns <= team1Data[11:4];
                binaryWickets <= team1Data[3:0];
                end
            else if ((teamSwitch) && (binaryWickets < 10))
                begin
                case (lfsr_out)
                    0,1,2: team2Data <= team2Data;
                    3,4,5,6: team2Data <= team2Data + single;
                    7,8,9: team2Data <= team2Data + double;
                    10: team2Data <= team2Data + triple;
                    11: team2Data <= team2Data + four;
                    12: team2Data <= team2Data + six;
                    13,14: team2Data <= team2Data;
                    15: team2Data <= team2Data + 1;
                endcase
                binaryRuns <= team2Data[11:4];
                binaryWickets <= team2Data[3:0];
            end
        end
    else
        begin
        case (teamSwitch)
    0:  begin
        binaryRuns <= team1Data[11:4]; 
        binaryWickets <= team1Data[3:0];
        end
    1:  begin
        binaryRuns <= team2Data[11:4];
        binaryWickets <= team2Data[3:0];
        end
    endcase
    end
end
endmodule
module score_comparator(
    input clk_fpga,
    input reset,
    input  [11:0] team1Data,
    input  [11:0] team2Data,
    input  [6:0] team1Balls,
    input  [6:0] team2Balls,
    input  [3:0] binaryWickets,
    input  [15:0] balls,
    output reg inningOver,
    output reg gameOver,
    output reg winner
    );
    always @ (posedge clk_fpga) begin
        if((binaryWickets >= 10) | (balls >= 120))
            inningOver <= 1;
        else
            inningOver <= 0;
    end
    always @ (posedge clk_fpga, posedge reset) begin
        if (reset)
            gameOver <= 0;
        else if(((team1Data[3:0] >= 10) || (team1Balls >= 120)) && ((team2Data[3:0] >= 10) || (team2Balls >= 120)))
            gameOver <= 1;
        else
            gameOver <= gameOver;
    end
    always @ (posedge gameOver) begin
        if (team1Data[11:4] > team2Data[11:4])
            winner <= 0;
        else
             winner <= 1;
    end
endmodule
--- /design/flow/run.sh ---
#!/bin/bash
# OpenROAD 26Q1-2900-gdf79404cd8, Yosys 0.63+post, stock flow scripts
make -C /OpenROAD-flow-scripts/flow DESIGN_CONFIG=/design/flow/config.mk WORK_HOME=/design/flow/orfs finish
==> metrics.cfg <==
[outcome]
outcome = finished clean

[floorplanning]
row_count = 38
core_um2 = 10800
io_pins = 35
fp_util_pct = 30.7
die_area_um2 = 11500
die_h_um = 107
die_w_um = 107

[drt]
drc = 0
detail-route-antenna-nets = 0
drt-met1-wl_um = 3930
wl_met3_um = 433
wl_per_cell_um = 14.6
viasPerCell = 5.19
drt_first_iter_violations = 158
met2_length_um = 3520
totalWireLength_um = 7950
via_count = 2826
insertedDiodeCount = 0
dr.pass1.iters = 5
highest_layer = met4

[yosys]
ys.flops = 44
synthFlopType = dfrtp_1
edf_count = 0
yosysUniqueCellTypes = 71
seq_area_frac_synth_pct = 32.1
yosysChipArea_um2 = 3320
async_reset_ff_share_pct = 84.1
ys_cells = 397
syn_area_um2 = 3320
ys_warn_count = 33
postSynthCellCount = 397
syn_avg_cell_area_um2 = 8.35

[power_and_ir_drop]
leakagePower_nw = 1.44
power_density_nw_per_um2 = 552
vdd_drop_max_uv = 286

[timing]
rsz0062_at_grt = no
drv_slew = 0
finalClockPeriodUsage_pct = 71.2
period_minus_slack_ns = 2.85
worst_slack_ns = 1.15
clock_skew_ns = 0.0107
finalHoldViolations = 0
finalSetupTns_ns = 0
unclocked_regs = 1
setup_viol = 0
fmax_mhz = 351
tightest_slew_ns = 0.794
untimed_endpoints = 2
slew-limit-headroom_pct = 47.1

[flow_run]
drv_cap = 0
tool_warnings = 27

[worst_setup_path]
crit_family = simple AND/OR/NAND/NOR gates
required_ns = 4.15
path_class = reg -> reg
critPathCaptureType = register
crit_slowest_cell = or3b_2
arrival_ns = 3.00
critPathMaxStageDelay_ns = 0.55
worstPathCellList = nand2b_1 -> or3b_2 -> inv_1 -> ha_1 -> a21oi_1 -> nor3b_1 -> nand3_1 -> or3_1 -> mux2i_1 -> a31oi_1
worst-path-buf-inv = 1
crit_fanout = 18
critPathLaunchType = register

[cells_and_area]
layout.cells.non_filler = 544
fin_util_pct = 33.5
area_growth_pct = 9.17
drive_above_1_share_pct = 7.43

[grt]
grt_overflow_total = 0
grt.total_usage_pct = 14.9
grt_pass1_vias = 2598
grt_pass1_wl_um = 13300
grt_max_degree = 24
antenna_found_initial = 0

[cts]
cts.path.max_buffers = 2
cts_setup_buffers = 0
clockRootBuffer = clkbuf_8
clock_latency_ns = 0.30
clk_transition_reported_paths_ns = 0.09
cts_tree = built
htreeDepth = 2
cts_resized = 0
cts_made_buffers = 5
hold_buffers = 0

[placed_design]
routabilityCongestion = 0.887
dp_hpwl_um = 5900
port_buffers = 17
dpl_worst_slack_ns = 1.22
dp_cells = 536

[worst_hold_path]
hp-class = reg -> reg

==> sequential cells by signal, summed over array words and instances (netlist names) <==
name and cells:
CG1_2.binaryRuns 8, CG1_3.winner 1, CG1_2.team1Data 12, CG1_2.team2Data 12, CG1_2.binaryWickets 4, CG1_3.gameOver 1
CG1_1.shift 6
==> path summary, 6_finish.rpt <==
| kind | start | to | slack (ns) | cells past startpoint |
|---|---|---|---|---|
| min in group asynchronous | reset | CG1_2.team2Data[4] | 1.01 | 2 |
| max in group asynchronous | reset | CG1_2.binaryRuns[3] | 2.24 | 3 |
| worst min-delay path | CG1_1.shift[5] | CG1_1.shift[4] | 0.42 | 1 |
| worst max-delay path | CG1_1.shift[2] | CG1_2.team1Data[11] | 1.15 | 10 |
| worst max register to register | CG1_1.shift[2] | CG1_2.team1Data[11] | 1.15 | 10 |
| worst min register to register | CG1_1.shift[5] | CG1_1.shift[4] | 0.42 | 1 |
==> power by group <==
part / total, mW / switching, mW / internal [mW]
logic: 0.810 / 0.399 / 0.410
clock network: 0.347 / 0.160 / 0.187
registers: 0.843 / 0.243 / 0.599
==> area by class of cell <==
cell class	count	area (um2)
multi-input combinational	315	2010
sequential	44	1070
inverter	16	60.1
tap	140	175
timing repair buffer	21	200
clock inverter	2	37.5
fill	1110	7170
clock buffer	6	72.6
==> synthesized netlist by cell type, drive strengths merged (9+ instances only) <==
| master | number | area, um2 |
|---|---|---|
| a21oi | 48 | 244 |
| buf | 29 | 208 |
| dfrtp | 37 | 926 |
| ha | 18 | 225 |
| inv | 15 | 56.3 |
| nand2 | 24 | 90.1 |
| nand3 | 15 | 75.1 |
| nor2 | 51 | 194 |
| nor3 | 9 | 50.1 |
| o21ai | 20 | 104 |
| xnor2 | 10 | 87.6 |
==> cell families after synthesis <==
family | after synthesis | share of synthesized area (%)
simple gates | 139 | 21.3
fa+ha+maj | 22 | 8.64
other cells | 2 | 0.226
xor+xnor | 13 | 3.43
buf+inv | 53 | 8.98
mux | 6 | 1.85
compound gates | 118 | 23.4
flops | 44 | 32.1
==> placed cells by master (no fill, tap or decap), types with 3 or more instances in the layout <==
cell / instances
conb_1: 17
xor2_1: 3
o31ai_1: 3
o21ai_0: 19
clkbuf_8: 5
o2bb2ai_1: 4
inv_1: 14
a21o_1: 5
and2_1: 5
dfrtp_1: 37
nand3_1: 15
buf_4: 4
mux2i_1: 5
clkdlybuf4s50_1: 17
nand2b_1: 4
or2_2: 5
nor2_1: 50
nor3_1: 8
nor2b_1: 3
o21a_1: 5
xnor2_1: 10
ha_1: 18
dfxtp_1: 7
o22ai_1: 4
nand4_1: 7
a31oi_1: 3
nand2_1: 24
a21oi_1: 47
==> worst register-to-register path: cells and delay by family (launching register included) <==
kind                       cells  cell delay (ns)
and+or+nand+nor                5             1.67
DFF                            1             0.52
AOI/OAI and AO/OA              2             0.15
adders and majority gates      1             0.12
muxes                          1             0.14
buffers and inverters          1             0.10
==> routing by layer <==
layer  vias to the layer above  global-route usage, %
li1                       1406                      -
met1                      1324                   23.4
met2                        88                   22.6
met3                         8                   2.48
met4                         0                   1.37
met5                         -                      0
==> metrics by stage <==
step / area, um2 / hold slack, ns / total power [mW]
finish: 3620 / 0.420 / 2.00
detailed placement: 3510 / 0.395 / 1.65
CTS: 3620 / 0.417 / 2.01
global route: 3620 / 0.434 / 2.18
floorplan: 3370 / 0.389 / 1.34
global placement: 3510 / 0.397 / 1.64
Power figures rest on the tool's default switching activity, not on a simulated workload.
